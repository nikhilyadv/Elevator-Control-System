File: ./run.sh
#!/bin/bash
# OpenROAD 26Q1-2900-gdf79404cd8, Yosys 0.63+post, stock flow scripts
make -C /OpenROAD-flow-scripts/flow DESIGN_CONFIG=/design/flow/config.mk WORK_HOME=/design/flow/orfs finish
File: ./config.mk
export PLATFORM = sky130hd
export DESIGN_NAME = main
export DESIGN_NICKNAME = main
export VERILOG_FILES = /design/flow/design.v
export SDC_FILE = /design/flow/constraint.sdc
export NUM_CORES = 4
export LEC_CHECK = 1
export CORE_UTILIZATION = 40
File: ./constraint.sdc
current_design main

set clk_period 8.6
set clk_io_pct 0.2

create_clock -name clk0 -period $clk_period [get_ports {clk}]
create_clock -name clk1 -period $clk_period [get_ports {rset}]

set non_clock_inputs [all_inputs -no_clocks]
set_input_delay [expr $clk_period * $clk_io_pct] -clock clk0 $non_clock_inputs
set_output_delay [expr $clk_period * $clk_io_pct] -clock clk0 [all_outputs]
File: ./design.v
`timescale 1ns / 1ps
module main(
    input clk,rset,
    input stop,                       
    input [3:0] row,
    output reg [3:0] col,
    output reg RS=0,
    output reg RW=0,
    output reg E=0,
    output reg [7:0] D=255,
    output reg [3:0] led,
    output reg alarm
    );
reg [3:0] floor=12;                 
reg [3:0] nextfloor=0;             
reg [31:0] count_1Hz=0;            
reg clk_1Hz=0;                     
reg [15:0] request=0;              
reg door=0;                        
reg [1:0]ud=0;             
reg flag=0;                
reg stopedbefore=0;	 
reg clk_50Hz=0;                    
reg [63:0] count_50Hz=0;           
always@(posedge clk)               
begin
	if(count_50Hz==100000)
        begin
            count_50Hz<=0;
            clk_50Hz<=~clk_50Hz;
        end
        else 
        begin
             count_50Hz<=count_50Hz+1;
        end
end
reg [15:0] STATE=3;                
always@(posedge clk_50Hz)
begin
        if(STATE==0)
        begin
            D<=8'b11110000;
            STATE<=1;
        end
        else if(STATE==1)
        begin
            STATE<=2;
            D<=8'b00000001;                   
            RS<=0;
            E<=1;
        end
        else if(STATE==2)
        begin
          STATE<=3;
          E<=0;
        end
        else if(STATE==3)
        begin
            STATE<=4;
            D<=8'b00001100;                  
            RS<=0;
            E<=1;
        end
        else if(STATE==4)
        begin
            STATE<=13;
            E<=0;
        end
        else if(STATE==13) 
        begin
          D<=8'b01000110;                    
          E<=1;
          RW<=0;
          RS<=1;
          STATE<=14;       
        end
        else if(STATE==14) 
        begin
          D<=8'b01000110;
          E<=0;
          RW<=0;
          RS<=1;
          STATE<=15;       
        end
        else if(STATE==15) 
        begin
          D<=8'b01101100;                    
          E<=1;
          RW<=0;
          RS<=1;
          STATE<=16;
        end
        else if(STATE==16) 
        begin
          D<=8'b01101100;
          E<=0;
          RW<=0;
          RS<=1;
          STATE<=17;
        end
        else if(STATE==17) 
        begin
          D<=8'b01101111;                    
          E<=1;
          RW<=0;
          RS<=1;
          STATE<=18;
        end
        else if(STATE==18)
        begin
          D<=8'b01101111;
          E<=0;
          RW<=0;
          RS<=1;
          STATE<=19;
        end    
        else if(STATE==19) 
        begin
          D<=8'b01101111;                    
          E<=1;
          RW<=0;
          RS<=1;
          STATE<=20;
        end
        else if(STATE==20)
        begin
          D<=8'b01101111;
          E<=0;
          RW<=0;
          RS<=1;
          STATE<=21;
        end 
        else if(STATE==21) 
        begin
          D<=8'b01110010;                    
          E<=1;
          RW<=0;
          RS<=1;
          STATE<=22;
        end
        else if(STATE==22)
        begin
          D<=8'b01110010;
          E<=0;
          RW<=0;
          RS<=1;
          STATE<=23;
        end     
        else if(STATE==23) 
        begin
          D<=8'b10100000;                    
          E<=1;
          RW<=0;
          RS<=1;
          STATE<=24;
        end
        else if(STATE==24)
        begin
          D<=8'b10100000;
          E<=0;
          RW<=0;
          RS<=1;
          STATE<=30;
        end     
        else if(STATE==30)                           
        begin
          D<=48 + (floor - (floor%10))/10 ;                    
          E<=1;
          RW<=0;
          RS<=1;
          STATE<=31;
        end
        else if(STATE==31)
        begin
          E<=0;
          STATE<=32;
        end     
        else if(STATE==32) 
        begin
          D<=48 + (floor%10) ;                              
          E<=1;
          RW<=0;
          RS<=1;
          STATE<=33;
        end
        else if(STATE==33)
        begin
          E<=0;
          STATE<=34;
        end     
        else if(STATE==34) 
        begin
          D<=8'b10100000;                    
          E<=1;
          RW<=0;
          RS<=1;
          STATE<=35;
        end
        else if(STATE==35)
        begin
          D<=8'b10100000;
          E<=0;
          RW<=0;
          RS<=1;
          STATE<=36;
        end     
        else if(STATE==36) 
        begin
          D<=8'b01000100;                    
          E<=1;
          RW<=0;
          RS<=1;
          STATE<=37;
        end
        else if(STATE==37)
        begin
          D<=8'b01000100;
          E<=0;
          RW<=0;
          RS<=1;
          STATE<=40;
        end     
        else if(STATE==40)                           
        begin
          if(door==0)                                
            D<=8'b11111111;                   
          else
            D<=8'b11011011;
          E<=1;
          RW<=0;
          RS<=1;
          STATE<=41;
        end
        else if(STATE==41)
        begin
          E<=0;
          STATE<=42;
        end     
        else if(STATE==42)
            STATE<=43;
        else if(STATE==43)
            STATE<=44;
        else if(STATE==44)
            STATE<=1;
        else
          STATE<=41;         
end
reg [3:0] key_value;                 
reg [16:0] count_500khz;             
reg [2:0] state;                     
reg key_flag;                        
reg clk_500khz;                      
reg [3:0] col_reg;                   
reg [3:0] row_reg;                   
always @(posedge clk)                
begin
    if(rset) 
    begin 
        clk_500khz<=0; 
        count_500khz<=0; 
    end
    else
    begin
        if(count_500khz>=250) 
        begin 
            clk_500khz<=~clk_500khz;
            count_500khz<=0;
        end
        else 
            count_500khz<=count_500khz+1;
     end
end 
always @(posedge clk_500khz)         
begin 
    if(rset) 
    begin 
        col<=4'b0000;
        state<=0;
    end
    else 
    begin 
       case (state)
        0:  begin
              col[3:0]<=4'b0000;
              key_flag<=1'b0;
              if(row[3:0]!=4'b1111) 
              begin 
                state<=1;
                col[3:0]<=4'b1110;
              end 
            else 
                state<=0;
            end 
        1:  begin
               if(row[3:0]!=4'b1111) 
               begin 
                state<=5;
               end   
               else  
               begin 
                    state<=2;
                    col[3:0]<=4'b1101;
               end  
            end 
        2:  begin    
              if(row[3:0]!=4'b1111) 
              begin 
                state<=5;
              end    
              else  
              begin 
                state<=3;
                col[3:0]<=4'b1011;
              end  
             end
      3:     begin    
              if(row[3:0]!=4'b1111) 
              begin 
                state<=5;
              end   
              else  
              begin 
                state<=4;
                col[3:0]<=4'b0111;
              end  
             end
      4:     begin    
               if(row[3:0]!=4'b1111) 
               begin 
                    state<=5;
               end  
               else  
                    state<=0;
             end
      5:     begin  
               if(row[3:0]!=4'b1111) 
               begin
                     col_reg<=col;  
                     row_reg<=row;  
                     state<=5;
                     key_flag<=1'b1; 
               end             
               else
               begin 
                    state<=0;
               end
             end    
    endcase 
  end           
end
 always @(clk_500khz or col_reg or row_reg)        
     begin
        if(key_flag==1'b1) 
                begin
                     case ({col_reg,row_reg})
                      8'b1110_1110:key_value<=0;
                      8'b1110_1101:key_value<=1;
                      8'b1110_1011:key_value<=2;
                      8'b1110_0111:key_value<=3;
                      8'b1101_1110:key_value<=4;
                      8'b1101_1101:key_value<=5;
                      8'b1101_1011:key_value<=6;
                      8'b1101_0111:key_value<=7;
                      8'b1011_1110:key_value<=8;
                      8'b1011_1101:key_value<=9;
                      8'b1011_1011:key_value<=10;
                      8'b1011_0111:key_value<=11;
                      8'b0111_1110:key_value<=12;
                      8'b0111_1101:key_value<=13;
                      8'b0111_1011:key_value<=14;
                      8'b0111_0111:key_value<=15;     
                     endcase 
              end   
   end       
always@(posedge rset)
begin
   led<=key_value;
end
always@(posedge(clk))
begin
	if(count_1Hz==125000000)                     
        begin
            count_1Hz<=0;
            clk_1Hz<=~clk_1Hz;
        end
        else
            count_1Hz<=count_1Hz+1;
end
always@(posedge clk)
begin
        if(request[led]==0 && rset==1)			 
            request[led]<=1;
        if(door==1)					 
            request[floor]<=0;
        if(ud==0 && led<nextfloor  && floor<led)	 
            nextfloor<=led;
        else if(ud==1 && led>nextfloor && floor>led)	 
            nextfloor<=led;
        if(ud==2'b11 && flag==1) 			 
        begin 
              if(request[0]==1 && floor==0)
                nextfloor<=0;
              else if(request[1]==1 && floor>1)
                nextfloor<=1;   
              else if(request[2]==1 && floor>2)
                nextfloor<=2; 
              else if(request[3]==1 && floor>3)
                nextfloor<=3;
              else if(request[4]==1 && floor>4)
                nextfloor<=4; 
              else if(request[5]==1 && floor>5)
                nextfloor<=5; 
              else if(request[6]==1 && floor>6)
                nextfloor<=6; 
              else if(request[7]==1 && floor>7)
                nextfloor<=7; 
              else if(request[8]==1 && floor>8)
                nextfloor<=8; 
              else if(request[9]==1 && floor>9)
                nextfloor<=9; 
              else if(request[10]==1 && floor>10)
                nextfloor<=10;
              else if(request[11]==1 && floor>11)
                nextfloor<=11; 
              else if(request[12]==1 && floor>12)
                nextfloor<=12; 
              else if(request[13]==1 && floor>13)
                nextfloor<=13; 
              else if(request[14]==1 && floor>14)
                nextfloor<=14; 
              else if(request[15]==1 && floor>15)
                nextfloor<=15; 
              else if(request[0]==1 && floor==0)
                nextfloor<=0;
              else if(request[1]==1 && floor<1)
                nextfloor<=1;   
              else if(request[2]==1 && floor<2)
                nextfloor<=2; 
              else if(request[3]==1 && floor<3)
                nextfloor<=3;
              else if(request[4]==1 && floor<4)
                nextfloor<=4; 
              else if(request[5]==1 && floor<5)
                nextfloor<=5; 
              else if(request[6]==1 && floor<6)
                nextfloor<=6; 
              else if(request[7]==1 && floor<7)
                nextfloor<=7; 
              else if(request[8]==1 && floor<8)
                nextfloor<=8; 
              else if(request[9]==1 && floor<9)
                nextfloor<=9; 
              else if(request[10]==1 && floor<10)
                nextfloor<=10;
              else if(request[11]==1 && floor<11)
                nextfloor<=11; 
              else if(request[12]==1 && floor<12)
                nextfloor<=12; 
              else if(request[13]==1 && floor<13)
                nextfloor<=13; 
              else if(request[14]==1 && floor<14)
                nextfloor<=14; 
              else if(request[15]==1 && floor<15)
                nextfloor<=15; 
        end
        else if(ud==2'b11 && flag==0) 			 
        begin 
              if(request[0]==1 && floor==0)
               nextfloor<=0;
              else if(request[1]==1 && floor<1)
               nextfloor<=1;   
              else if(request[2]==1 && floor<2)
               nextfloor<=2; 
              else if(request[3]==1 && floor<3)
               nextfloor<=3;
              else if(request[4]==1 && floor<4)
               nextfloor<=4; 
              else if(request[5]==1 && floor<5)
               nextfloor<=5; 
              else if(request[6]==1 && floor<6)
               nextfloor<=6; 
              else if(request[7]==1 && floor<7)
               nextfloor<=7; 
              else if(request[8]==1 && floor<8)
               nextfloor<=8; 
              else if(request[9]==1 && floor<9)
               nextfloor<=9; 
              else if(request[10]==1 && floor<10)
               nextfloor<=10;
              else if(request[11]==1 && floor<11)
               nextfloor<=11; 
              else if(request[12]==1 && floor<12)
               nextfloor<=12; 
              else if(request[13]==1 && floor<13)
               nextfloor<=13; 
              else if(request[14]==1 && floor<14)
               nextfloor<=14; 
              else if(request[15]==1 && floor<15)
               nextfloor<=15; 
              else if(request[0]==1 && floor==0)
               nextfloor<=0;
              else if(request[1]==1 && floor>1)
               nextfloor<=1;   
              else if(request[2]==1 && floor>2)
               nextfloor<=2; 
              else if(request[3]==1 && floor>3)
               nextfloor<=3;
              else if(request[4]==1 && floor>4)
               nextfloor<=4; 
              else if(request[5]==1 && floor>5)
               nextfloor<=5; 
              else if(request[6]==1 && floor>6)
               nextfloor<=6; 
              else if(request[7]==1 && floor>7)
               nextfloor<=7; 
              else if(request[8]==1 && floor>8)
               nextfloor<=8; 
              else if(request[9]==1 && floor>9)
               nextfloor<=9; 
              else if(request[10]==1 && floor>10)
               nextfloor<=10;
              else if(request[11]==1 && floor>11)
               nextfloor<=11; 
              else if(request[12]==1 && floor>12)
               nextfloor<=12; 
              else if(request[13]==1 && floor>13)
               nextfloor<=13; 
              else if(request[14]==1 && floor>14)
               nextfloor<=14; 
              else if(request[15]==1 && floor>15)
               nextfloor<=15; 
        end
end
always@(posedge (clk_1Hz))
begin
        if(nextfloor==floor)
        begin
            door<=1;				 
            ud<=2'b11;				 
        end
        else
        begin
            door<=0;				 
        end
        if(nextfloor>floor && ud!=10)
        begin
            ud<=0;				 
            flag<=0;
            floor<=floor+1;			 
        end
        else if(nextfloor<floor && ud!=10)
        begin
            ud<=1;				 
            flag<=1;
            floor<=floor-1;			 
        end
        if(stop==1)				 
        begin
        	ud<=10;				 
        	stopedbefore<=1;
        	alarm<=1;			 
        end
        if(stopbefore==1 && stop==0)
        begin
        	ud<=11;				 
        	stopbefore<=0;
        	alarm<=0;			 
        end
end
endmodule
==> flow_metrics.env <==
# implementation run metrics
export IMPL_top_regs="count_50Hz (64), count_1Hz (32), count_500khz (17)"
export IMPL_yosysMostFrequentCell="dfxtp_1"
export IMPL_warnings=97
export IMPL_insertedDiodeCount=0
export IMPL_synth_seq_cells=187
export IMPL_unclocked_pins=47
export IMPL_drive_gt1_share_pct=8.16
export IMPL_portBuffers=23
export IMPL_fillerInstances=2355
export IMPL_dieWidth_um=165
export IMPL_cts_hold_buf=0
export IMPL_slew_headroom_pct=41.1
export IMPL_p_per_area_nw_per_um2=179
export IMPL_cts_setup_buffers=0
export IMPL_grt_max_degree=36
export IMPL_untimed_endpoints=80
export IMPL_crit_fanout=3
export IMPL_worstMarginPinSlew_ns=0.883
export IMPL_syn_inst=1318
export IMPL_fp_coreArea_um2=26100
export IMPL_ys_warn_count=3
export IMPL_cts_tree="yes"
export IMPL_met2_usage_pct=28.6
export IMPL_clkTransAtPathRegs_ns=0.06
export IMPL_ant_nets=0
export IMPL_edf_count=18
export IMPL_yosys_area_top_type_share_pct=30.9
export IMPL_critPathLaunchType="clock port"
export IMPL_largest_register="count_50Hz"
export IMPL_grt_pass1_vias=9393
export IMPL_p_sw_share_pct=25.3
export IMPL_setup_viol=0
export IMPL_end_kind="flop"
export IMPL_dpl_hpwl_um=18300
export IMPL_internal_power_mw=1.72
export IMPL_power_leakage_nw=4.69
export IMPL_largest_reg_flops=64
export IMPL_fin_tns_setup_ns=0
export IMPL_fp_utilization_pct=40.9
export IMPL_largest_area_cell="dfxtp_1"
export IMPL_area_leaders="dfxtp_1, xnor2_1, edfxtp_1"
export IMPL_grt_pass1_wl_um=44800
export IMPL_pwr_share_seq_pct=34.8
export IMPL_maxSlewViolCount=0
export IMPL_rows=59
export IMPL_vias=9699
export IMPL_synth_chip_area_um2=10700
export IMPL_combPwrFrac_pct=10.0
export IMPL_status="finished, final reports clean"
export IMPL_top_cells_by_count="dfxtp_1, nor2_1, nand2_1"
export IMPL_rsz0062_at_grt="false"
export IMPL_hold_path_depth=7
export IMPL_synth_avg_cell_area_um2=8.11
export IMPL_clock_skew_ns=0.00847
export IMPL_grtUsageTotal_pct=21.0
export IMPL_antenna_found_initial=0
export IMPL_io_pins=27
export IMPL_die_area_um2=27400
export IMPL_ff_type="dfxtp_1"
export IMPL_p_switching_uw=581
export IMPL_wire_per_inst_um=15.8
export IMPL_crit_required_ns=8.87
export IMPL_worst_r2r_cell_count=10
export IMPL_syn_area_um2=10700
export IMPL_dr_pass1_iters=24
export IMPL_stdcell_count=1719
export IMPL_synthArstFlopShare_pct=0
export IMPL_viasPerCell=5.64
export IMPL_drc=0
export IMPL_critPathKind="clk -> reg"
export IMPL_gp_congestion=0.959
export IMPL_use_met1_pct=31.0
export IMPL_p_clk_share_pct=55.2
export IMPL_dp_cells=1639
export IMPL_ctsResizeCount=0
export IMPL_grt_busiest_layer="met1"
export IMPL_routed_wl_um=27200
export IMPL_ir_drop_v=0.000148
export IMPL_hold_path_class="clk -> reg"
export IMPL_ys_types=84
export IMPL_ys_cells=1318
export IMPL_fp_dieH_um=165
export IMPL_drv_cap=0
export IMPL_hold_violations=0
export IMPL_grt_ovfl_total=0
export IMPL_area_growth_pct=20.6
export IMPL_cp_data_arrival_time_ns=6.33
export IMPL_grtUsageMet3_pct=7.16
export IMPL_drt_initial_drc_count=918
layer usage:
metal	share of wire [%]	vias to the layer above
li1	-	4837
met3	6.0	52
met4	2.4	0
met5	0	-
met2	44	306
met1	48	4504
power groups by stage:
stage	clock network, mW	registers [mW]	logic, mW
4_1_cts	1.30	0.799	0.230
6_report	1.27	0.801	0.231
5_1_grt	1.34	0.806	0.261
per-stage QoR:
step / area (um2) / hold slack [ns] / setup slack, ns / power, mW / util, %
4_1_cts: 12900 / 0.362 / 2.53 / 2.32 / 49.3
3_5_place_dp: 11200 / 0.0724 / 3.66 / 1.07 / 42.9
5_1_grt: 12900 / 0.373 / 2.49 / 2.41 / 49.3
3_3_place_gp: 11200 / 0.0724 / 3.66 / 1.07 / 42.9
2_1_floorplan: 10700 / 0.368 / 3.67 / 1.01 / -
6_report: 12900 / 0.362 / 2.55 / 2.30 / 49.3
cell families after synthesis:
| kind of cell | Yosys count | synth area share (%) |
|---|---|---|
| AND-OR/OR-AND | 295 | 17.4 |
| XOR/XNOR | 119 | 9.75 |
| adder cells (fa/ha/maj) | 41 | 4.80 |
| buffers and inverters | 104 | 4.00 |
| flip-flops | 183 | 36.0 |
| latches | 4 | 0.562 |
| multiplexers | 9 | 1.44 |
| other | 2 | 0.0703 |
| AND/OR/NAND/NOR | 561 | 26.0 |
critical path, cell delays in order:
cell       delay [ns]
clkbuf_16        0.12
clkbuf_16        0.13
clkbuf_16        0.13
clkbuf_16        0.14
clkbuf_16        0.14
clkbuf_16        0.14
nor2b_1          0.14
clkbuf_16        0.15
clkbuf_16        0.14
nor3b_1          0.15
clkbuf_16        0.18
clkbuf_16        0.14
a21oi_1          0.23
a21oi_1          0.10
final cells by class:
class / count / area, um2 / area share, %
clock buffer: 65 / 1510 / 11.7
inverter: 46 / 174 / 1.35
timing repair buffer: 34 / 313 / 2.43
clock inverter: 15 / 169 / 1.31
sequential: 187 / 3900 / 30.3
multi-input combinational: 1037 / 6410 / 49.7
tap: 335 / 419 / 3.25
cell usage in the layout (no fill, tap or decap), drive strengths merged, types with 5 or more instances in the layout:
cell type      netlist  routed
a211oi              10      10
a21o                 5       5
a21oi               98      98
a22oi                6       6
a311oi               5       5
a31oi               17      17
a32oi                7       7
and2                15      15
and3                28      28
and4                10      10
buf                 20      11
clkbuf              38      65
clkdlybuf4s50        0      23
clkinv               3      10
conb                 2      12
dfxtp              165     165
edfxtp              18      18
ha                  41      41
inv                 43      44
mux4                 5       5
nand2              128     128
nand2b              10      10
nand3               75      75
nand4               40      40
nor2               138     138
nor2b               19      19
nor3                35      35
nor4                25      25
nor4b                5       5
o211ai              14      14
o21ai               72      72
o22ai               12      12
o31ai                6       6
or2                 11      11
or3                  6       6
xnor2               81      81
xor2                38      38
final timing paths:
check                                                end  slack, ns                startpoint
worst max-delay path                  request[4]$_DFF_P_       2.55                      rset
worst min-delay path             clk_500khz$_SDFFE_PP0P_       0.36                      rset
worst max register to register        request[4]$_DFF_P_       5.49            led[0]$_DFF_P_
worst min register to register  count_1Hz[31]$_SDFF_PN0_       0.45  count_1Hz[31]$_SDFF_PN0_
Power figures rest on the tool's default switching activity, not on a simulated workload.
